===== run.sh =====
#!/bin/bash
# OpenROAD 26Q1-2900-gdf79404cd8, Yosys 0.63+post, stock flow scripts
make -C /OpenROAD-flow-scripts/flow DESIGN_CONFIG=/design/flow/config.mk WORK_HOME=/design/flow/orfs finish

===== config.mk =====
export PLATFORM = sky130hd
export DESIGN_NAME = led_top
export DESIGN_NICKNAME = led_top
export VERILOG_FILES = /design/flow/design.v
export SDC_FILE = /design/flow/constraint.sdc
export NUM_CORES = 4
export LEC_CHECK = 1
export CORE_UTILIZATION = 30

===== constraint.sdc =====
current_design led_top

set clk_period 5.2
set clk_io_pct 0.2

create_clock -name clk0 -period $clk_period [get_ports {clk}]

set non_clock_inputs [all_inputs -no_clocks]
set_input_delay [expr $clk_period * $clk_io_pct] -clock clk0 $non_clock_inputs
set_output_delay [expr $clk_period * $clk_io_pct] -clock clk0 [all_outputs]

===== design.v =====
`timescale 1ns / 1ps
module led_top #(
    parameter CLK_FREQ = 100_000_000    
)(
    input  wire       clk,               
    input  wire       rst_n,             
    input  wire [1:0] sw,                
    output reg  [7:0] led                
);
    localparam MODE_OFF     = 2'b00;
    localparam MODE_BLINK   = 2'b01;
    localparam MODE_COUNTER = 2'b10;
    localparam MODE_KNIGHT  = 2'b11;
    localparam TICK_1HZ  = CLK_FREQ - 1;
    localparam TICK_10HZ = CLK_FREQ / 10 - 1;
    localparam TICK_20HZ = CLK_FREQ / 20 - 1;
    reg [31:0] blink_cnt;
    reg        blink_state;
    reg [31:0] cnt_div;
    reg [7:0]  cnt_val;
    reg [31:0] knight_cnt;
    reg [2:0]  knight_pos;
    reg        knight_dir;
    always @(posedge clk or negedge rst_n) begin
        if (!rst_n) begin
            blink_cnt <= 32'd0;
            blink_state <= 1'b0;
        end else begin
            if (blink_cnt >= TICK_1HZ / 2) begin
                blink_cnt <= 32'd0;
                blink_state <= ~blink_state;
            end else begin
                blink_cnt <= blink_cnt + 1'b1;
            end
        end
    end
    always @(posedge clk or negedge rst_n) begin
        if (!rst_n) begin
            cnt_div <= 32'd0;
            cnt_val <= 8'd0;
        end else begin
            if (cnt_div >= TICK_10HZ) begin
                cnt_div <= 32'd0;
                cnt_val <= cnt_val + 1'b1;
            end else begin
                cnt_div <= cnt_div + 1'b1;
            end
        end
    end
    always @(posedge clk or negedge rst_n) begin
        if (!rst_n) begin
            knight_cnt <= 32'd0;
            knight_pos <= 3'd0;
            knight_dir <= 1'b0;
        end else begin
            if (knight_cnt >= TICK_20HZ) begin
                knight_cnt <= 32'd0;
                if (knight_dir == 1'b0) begin
                    if (knight_pos == 3'd7) begin
                        knight_dir <= 1'b1;
                        knight_pos <= 3'd6;
                    end else begin
                        knight_pos <= knight_pos + 1'b1;
                    end
                end else begin
                    if (knight_pos == 3'd0) begin
                        knight_dir <= 1'b0;
                        knight_pos <= 3'd1;
                    end else begin
                        knight_pos <= knight_pos - 1'b1;
                    end
                end
            end else begin
                knight_cnt <= knight_cnt + 1'b1;
            end
        end
    end
    always @(*) begin
        case (sw)
            MODE_OFF:     led = 8'h00;
            MODE_BLINK:   led = blink_state ? 8'hFF : 8'h00;
            MODE_COUNTER: led = cnt_val;
            MODE_KNIGHT:  led = 8'h01 << knight_pos;
            default:      led = 8'h00;
        endcase
    end
endmodule

==> flow_summary.yaml <==
# synthesis and place-and-route metrics
status:
  status: "complete, no violations"
global_routing:
  groute.usage.overall_pct: 10.6
  met2_usage_pct: 16.0
  first_global_vias: 3309
  grt_max_degree: 56
  grt_remaining_overflow: 0
  grt_max_usage_layer: "met1"
  antenna_violations_before_repair: 0
  wire_length_of_the_first_global_routing_pass_mm: 15.2
  use_met1_pct: 16.4
  gr-usage-met3_pct: 2.67
floorplan:
  die_x_microns: 132
  num_rows: 47
  design.die.area_sq_mm: 0.0174
  ports: 12
  die_height_microns: 132
  initial_util_pct: 30.7
  core_area_sq_mm: 0.0165
clock_tree:
  cts.hold.buffers_added: 0
  ctsLongestPathBuffers: 2
  clock_tree_from_tritoncts: "yes"
  h-tree-depth: 3
  cts_sinks: 109
  post_cts_buffers: 0
  tritoncts_buffers: 9
  worstSkewPairLatency_ps: 350
  clock-root-buffer: "sky130_fd_sc_hd__clkbuf_16"
  clkSlewWorstSetupHoldPaths_ps: 70
  post_cts_resize_count: 0
placed_design:
  place_congestion: 0.845
  io_buffers: 11
  post-dp-hpwl_mm: 5.39
power_and_ir_drop:
  power_density_mw_per_mm2: 329
  max-vdd-ir-drop_mv: 0.217
  leakagePower_nw: 2.36
setup_path:
  path_common_cell: "sky130_fd_sc_hd__clkdlybuf4s50_1"
  critical_path_required_ps: 4160
  cp_top_family: "buffers and inverters"
  crit_buf_inv: 2
  timing.setup.critical_path_class: "primary input to primary output"
  cp_slowest_stage_delay_ps: 590
  start_kind: "primary input"
  slowest_stage: "sky130_fd_sc_hd__clkdlybuf4s50_1"
  worstSetupEndpointType: "primary output"
  worstPathMaxFanout: 8
  cp.arrival_ps: 2770
  timing.critical_path.cells: "clkdlybuf4s50_1 -> nor2b_1 -> a22o_1 -> clkdlybuf4s50_1"
sta:
  final_min_period_over_clock_period_pct: 73.3
  rsz0062_at_grt: "false"
  timing_max_transition_violations_final: 0
  period_needed_ps: 3810
  final.setup.tns_ps: 0
  maxClockFrequency_mhz: 262
  skew_ps: 6.80
  final-hold-violation-count: 0
  final_setup_violations: 0
  tightestPinTransition_ps: 685
  slew-limit-headroom_pct: 54.0
  holdWs_ps: 486
logic_synthesis:
  logic_family: "simple AND/OR/NAND/NOR gates"
  top_area_share_pct: 53.7
  adder_share_pct: 2.22
  yosys.area.top_type: "sky130_fd_sc_hd__dfrtp_1"
  ys_seq_share_pct: 53.7
  enable_flop_cells: 0
  synth.cellmix.simpleShare_pct: 23.3
  xor_area_share_pct: 12.2
  yosys.area_share.aoi_pct: 5.47
  syn-instance-count: 503
  post_synth_instance_area_sq_mm: 0.00508
  postSynth.asyncResetShare_pct: 100
  synth_area_leaders: "sky130_fd_sc_hd__dfrtp_1, sky130_fd_sc_hd__nor2_1, sky130_fd_sc_hd__xor2_1"
  synthTopCellsByCount: "sky130_fd_sc_hd__dfrtp_1, sky130_fd_sc_hd__nor2_1, sky130_fd_sc_hd__nand2_1"
  post_synth_num_cell_types: 47
  synth_area_per_inst_sq_um: 10.1
  synthesis.yosys.warnings: 1
  ys_cells: 503
  synth-seq-cells: 109
  proportion_of_synthesized_area_in_mux_cells_pct: 0.222
  yosys.cell_count.top_type: "sky130_fd_sc_hd__dfrtp_1"
  dominantRegCellSynth: "sky130_fd_sc_hd__dfrtp_1"
  synth-area-yosys_sq_mm: 0.00508
layout:
  post_route_cells_drive_above_1_share_pct: 5.57
  syn2layout_area_growth_pct: 14.1
route:
  dr_total_vias: 3432
  detail_route.antenna_diodes: 0
  finalWirelength_mm: 8.35
  wire_per_inst_microns: 11.0
  ant_nets: 0
  drc_violation_count_after_routing: 0
  detail_route.iter0.violations: 151
  detailedRoute.firstPassIterationCount: 4
  drt-vias-per-instance: 4.52
run:
  max-cap-violations: 0
  number_of_logged_tool_warnings: 29
hold_path:
  hold_class: "flip-flop to flip-flop"
## placed cells by master (no fill, tap or decap), drive strengths merged, types with 2 or more instances in the layout
cell	count
nand3	35
nand4	20
and2	6
clkdlybuf4s50	10
and4	10
o21ai	4
xnor2	34
xor2	37
a21oi	9
a211oi	2
and3	11
conb	23
nor2b	2
dfrtp	109
nor3	9
a22o	8
ha	9
a31oi	3
nand2	42
clkinv	4
or3	2
nand2b	3
nor4	5
buf	4
nor2	97
o211ai	3
clkbuf	9
inv	15
## report_power, final
part / switching (mW) / internal, mW
combinational: 0.108 / 0.118
clock: 0.326 / 0.385
sequential: 0.0659 / 0.902
total: 0.500 / 1.41
## final timing paths
kind	startpoint	to	cells past startpoint	slack, ps
worst max-delay path	sw[1]	led[7]	4	1390
worst min-delay path	cnt_val[7]	cnt_val[7]	1	490
worst max register to register	blink_cnt[0]	blink_state	7	2630
worst min register to register	cnt_val[7]	cnt_val[7]	1	490
max in group asynchronous	rst_n	blink_cnt[14]	2	3330
min in group asynchronous	rst_n	knight_pos[0]	1	710
## cell type report
class                           instances  area (sq um)
Fill cell                            1587         10700
Tap cell                              220           275
Sequential cell                       109          2730
Inverter                               13          48.8
Multi-Input combinational cell        387          2290
Timing Repair Buffer                   14           130
Clock buffer                            9           225
Clock inverter                          7          92.6
## cell families after synthesis
logic type / count (synthesis)
and+or+nand+nor: 246
DFF: 109
xor gates and xnor gates: 71
AOI/OAI and AO/OA: 37
buffers and inverters: 29
adders and majority gates: 9
other: 1
muxes: 1
## per-layer routing
metal / wire (microns) / up-vias
met3: 351 / 7
li1: - / 1743
met2: 3730 / 48
met5: 0 / -
met1: 4150 / 1634
met4: 114 / 0
## per-stage QoR
stage	cells	worst slack [ps]	area [sq um]	utilization, %	power, mW
after CTS	759	1400	5790	35.1	1.94
final	759	1390	5790	35.1	1.91
after global placement	743	1500	5480	33.1	1.20
after detailed placement	743	1420	5480	33.1	1.21
after global routing	759	1250	5790	35.1	2.01
after floorplan	525	2440	5160	-	1.11
## registers in the layout (all words and copies together), names as in the netlist
name,count
knight_pos,3
cnt_val,8
knight_dir,1
blink_state,1
cnt_div,32
blink_cnt,32
knight_cnt,32
Power is estimated from default activity; no workload was simulated.
